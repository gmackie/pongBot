===== ./design.v =====
module PWM(
input PCLK,
input PRESERN,  
input PSEL,  
input PENABLE,  
output wire PREADY,  
output wire PSLVERR,  
input PWRITE,  
input [31:0] PADDR,  
input wire [31:0] PWDATA,  
output reg [31:0] PRDATA,  
output reg power,
output reg pitch,
output reg yaw
);
reg [31:0] motorduty_cycle;
reg [31:0] motorpwm_count; 
reg [31:0] yawduty_cycle;
reg [31:0] yawpwm_count;
reg [31:0] pitchduty_cycle;
reg [31:0] pitchpwm_count;
wire power_write_enable = (PENABLE && PWRITE && PADDR[3:0] == 'h0);
wire yaw_write_enable = (PENABLE && PWRITE && PADDR[3:0] == 'h4);
wire pitch_write_enable = (PENABLE && PWRITE && PADDR[3:0] == 'h8);
assign PSLVERR = 0;
assign PREADY = 1;
always @(posedge PCLK)
begin
	if (motorpwm_count >= 1000000)
		motorpwm_count <= 0;
	else 
		motorpwm_count <= motorpwm_count + 1;
	if (power_write_enable)
		motorduty_cycle <= PWDATA;
	if (motorpwm_count >= motorduty_cycle)
		power <= 0;
	else
		power <= 1;
end
always @(posedge PCLK)
begin
	if (yawpwm_count >= 2000000)
		yawpwm_count <= 0;
	else
		yawpwm_count <= yawpwm_count + 1;
	if (yaw_write_enable)
		yawduty_cycle <= PWDATA;
	if (yawpwm_count >= yawduty_cycle)
		yaw <= 0;
	else
		yaw <= 1;
end
always @(posedge PCLK)
begin
	if (pitchpwm_count >= 2000000)
		pitchpwm_count <= 0;
	else
		pitchpwm_count <= pitchpwm_count + 1;
	if (pitch_write_enable)
		pitchduty_cycle <= PWDATA;
	if (pitchpwm_count >= pitchduty_cycle)
		pitch <= 0;
	else
		pitch <= 1;
end
endmodule

===== ./run.sh =====
#!/bin/bash
# OpenROAD 26Q1-2900-gdf79404cd8, Yosys 0.63+post, stock flow scripts
make -C /OpenROAD-flow-scripts/flow DESIGN_CONFIG=/design/flow/config.mk WORK_HOME=/design/flow/orfs finish

===== ./config.mk =====
export PLATFORM = sky130hd
export DESIGN_NAME = PWM
export DESIGN_NICKNAME = PWM
export VERILOG_FILES = /design/flow/design.v
export SDC_FILE = /design/flow/constraint.sdc
export NUM_CORES = 4
export LEC_CHECK = 1
export CORE_UTILIZATION = 50

===== ./constraint.sdc =====
current_design PWM

set clk_period 6.2
set clk_io_pct 0.2

create_clock -name clk0 -period $clk_period [get_ports {PCLK}]

set non_clock_inputs [all_inputs -no_clocks]
set_input_delay [expr $clk_period * $clk_io_pct] -clock clk0 $non_clock_inputs
set_output_delay [expr $clk_period * $clk_io_pct] -clock clk0 [all_outputs]

==> run summary <==
Implementation numbers.

- The effective utilization at floorplan is between 50% and 60%.
- The buffer type at the clock tree root is sky130_fd_sc_hd__clkbuf_16.
- Checking hold timing, the worst path is listed with class reg -> reg.
- The clock latency of the later-clocked register in the worst-skew pair is 0.42 ns.
- In the routed design, unresolved DRC markers number 0.
- Cells with a size suffix above 1 make up approximately 5.3% of the layout.
- The count of buffers inserted at the top-level ports is 41.
- Setup repair after global routing left no endpoint under its margin.
- The final period demand of the worst path is 2.458 ns.
- The final design area excluding fillers is a little over 10000 sq um.
- The first-pass GRT wire length is approximately 26 mm.
- In the final routed layout, each cell accounts on average for 13.47 microns.
- The clock network burns 41.0% of the power.
- Measured in cells, the most critical reg-to-reg path has a length of 8.
- Summing over the stages, the warning tally comes to 61.
- The violation count after the first detailed-route iteration is between 150 and 200.
- The synthesis run shows the most used standard cells to be sky130_fd_sc_hd__inv_1 (104), sky130_fd_sc_hd__ha_1 (102), sky130_fd_sc_hd__dfxtp_1 (99).
- The vertical die size is 136.2 microns.
- The script computed the net switching share of total power as between 20% and 30%.
- CTS reports a maximum clock tree buffer depth of 2.
- For the worst reg-to-reg path, the startpoint reported by OpenROAD is yawpwm_count[0]$_SDFF_PP0_.
- The script extracted a total leakage power of between 4 and 5 nW.
- Buffers inserted to repair hold after CTS numbered 0.
- According to the I/O placement log, the pin count is 106.
- The final cycle utilization of the critical path is just under 40%.
- The clock tree skew after final layout is about 0.010 ns.
- The synthesized netlist occupies a cell area of 8999 sq um.
- The sequential power share is 55.7%.
- For reference, the most critical setup path is categorized as in -> reg.
- Global routing used 19.06% of the available tracks across all layers.
- In the CTS report, the clock slew at the register clock pins of the worst setup and hold paths is listed as 0.07 ns.
- The count of max-cap constraint violations is 0.
- The largest area contributor in the synthesized netlist is sky130_fd_sc_hd__edfxtp_1.
- Summed over its instances, the top area cell type makes up 32.04% of the synthesized netlist area.
- The area after detailed placement is 9714 sq um.
- For reference, the critical path cell chain is clkdlybuf4s50_1, nor2_1, nand3_1, nor3b_2, buf_4.
- Summed over all nets, the half-perimeter wirelength after detailed placement is 11.53 mm.
- After routing, the total negative slack on setup checks comes to 0 ns.
- For this design, the slowest cell found on the critical path is sky130_fd_sc_hd__clkdlybuf4s50_1.
- The fraction of registers with async set or reset after synthesis is 0%.
- Per the CTS log, the maximum H-tree level is 4.
- The kind of launch point of the worst setup path is an input port.
- The count of nets left with antenna violations after detail routing is 0.
- The cell with the most instances after synthesis is sky130_fd_sc_hd__inv_1.
- The placement summary gives the final routability congestion estimate as 0.8639.
- The length of the first detailed-routing pass in iterations is 4.
- Across all register-to-register paths, the minimum setup slack is 4.05 ns.
- The count of instances resized after the clock tree is built is 0.
- The mean number of vias per cell is 4.906.
- The largest stage delay on the critical path is ~0.40 ns.
- The final max-slew violation count recorded for this run is 0.
- The number of antenna violations at the first check in global routing is 0.
- The total area inside the core boundary comes to 17420 sq um.
- VDD sags by at most 0.1845 mV.
- The worst hold path depth is 1.
- For this run, the share of the core covered by cells in the final layout is 58.93%.
- Across all layers, the routed design uses 5642 vias.
- The number of global-route vias before repair was roughly 5400.
- In this run the power spent charging and discharging nets is about 540 uW.
- The area recorded from the Yosys report for this design is 8999 sq um.
- The end point of the most critical hold path is motorpwm_count[0]$_SDFF_PP0_.
- The overall overflow remaining after global route is 0.
- The final setup violation count is 0.
- The startpoint identified for the worst hold timing path is motorpwm_count[0]$_SDFF_PP0_.
- The number of CTS-inserted buffers is 17.
- Yosys printed 33 warnings.
- The die covers around 19000 sq um.
- The main flop type after synthesis is sky130_fd_sc_hd__dfxtp_1.
- The flow ran to the end, and the final reports show no timing, DRC or antenna violations.
- Per the synth log, the flip-flop and latch total comes to 195.
- The horizontal die dimension reported for this design is around 140 microns.
- Per STA, the worst path accumulates the most delay in the family buffers and inverters.
- Data arrives at the worst endpoint at 2.53 ns.
- In the Yosys stats the netlist draws on 42 distinct library cells.
- The number of cells reported by Yosys stat comes to 820.
- The row count is 48.
- The fraction of the yosys area taken by sequential cells is 54.06%.
- The hold slack is roughly 0.47 ns.
- Counting flops with a built-in enable in the synthesized netlist gives 96.
- In this run the post-CTS setup repair buffer count came out at 0.
- Per the summary, power density relative to cell area is 241.4 nW/um^2.
- The internal portion of the total power is 1.938 mW.
- The share of total power dissipated in combinational logic is 3.3%.
- After synthesis, the cell types taking the most area are sky130_fd_sc_hd__edfxtp_1 (32%), sky130_fd_sc_hd__dfxtp_1 (22%), sky130_fd_sc_hd__ha_1 (14%).
- The worst register-to-register path ends at yaw$_DFF_P_.
- The number of buffers and inverters on the critical path is 2.
- Per the detail_route report, inserted antenna diodes total 0.
- Endpoints failing hold in the final report were tallied at 0.
- Entering global routing, the biggest net connects 33 pins.
- TritonCTS built the clock tree.
- The synthesized netlist cell count is a little over 800.
- The largest driver fanout on the critical path is 32.
- The clock tree has to reach 195 sinks.
- The area growth from synthesis to layout is 14.06%.
- The maximum operating frequency is 0.4068 GHz.
- The critical path endpoint category is a flip-flop.
- The total wire length after detailed routing is 15.49 mm.
- The synthesized area per cell is between 10 and 15 sq um.
- For the worst setup path, the data required time is ~6.3 ns.
-- area by class of cell --
| class | count | area (sq um) |
|---|---|---|
| Multi-Input combinational cell | 547 | 3722 |
| Fill cell | 1371 | 7153 |
| Inverter | 104 | 390.4 |
| Timing Repair Buffer | 47 | 455.4 |
| Clock buffer | 17 | 425.4 |
| Clock inverter | 15 | 123.9 |
| Tap cell | 225 | 281.5 |
| Sequential cell | 195 | 4865 |
-- per-layer routing --
metal,part of all wire [%],track usage (%)
met1,49,31.21
met2,40,25.27
met3,9.6,8.511
met4,1.5,2.654
met5,0,0
-- power by group through the flow --
stage	clock network (mW)	registers [mW]	logic, mW
final	1.02	1.38	0.0811
after CTS	1.04	1.38	0.0834
after global routing	1.10	1.38	0.0949
-- sequential cells by signal (all words and copies together) (netlist names) --
register / flops
yaw: 1
yawpwm_count: 32
yawduty_cycle: 32
pitch: 1
motorduty_cycle: 32
pitchduty_cycle: 32
motorpwm_count: 32
power: 1
pitchpwm_count: 32
-- metrics by stage --
step | setup slack [ns] | power [mW] | cells
after floorplan | 1.871 | 1.454 | 886
after global placement | 3.324 | 1.490 | 1118
after detailed placement | 3.269 | 1.491 | 1118
after CTS | 3.706 | 2.504 | 1150
after global routing | 3.629 | 2.578 | 1150
final | 3.742 | 2.477 | 1150
-- cells by family after synthesis --
| family | share of synthesized area (%) |
|---|---|
| flip-flops | 54.06 |
| other | 0.08346 |
| XOR/XNOR | 5.256 |
| buffers and inverters | 7.494 |
| AND/OR/NAND/NOR | 12.68 |
| AND-OR/OR-AND | 6.243 |
| adder cells (fa/ha/maj) | 14.18 |
-- layout by cell type, fill, tap and decap left out, drive strengths merged, types with 2 or more instances in the layout --
cell type      netlist  layout
nor3b                2       2
a31oi                2       2
nand4               21      21
and2                 2       2
or3                  3       3
dfxtp               99      99
a211oi               2       2
nor2                90      90
o21ai               21      21
a221oi               3       3
xor2                36      36
nand3               29      29
and3                 3       3
inv                104     111
clkdlybuf4s50        0      41
o31ai                2       2
conb                 2      68
o2111ai              3       3
nor3                14      14
a21o                18      18
o211ai               2       2
a21oi               34      34
clkinvlp             0       2
ha                 102     102
and4                13      13
xnor2               18      18
nor4                10      10
nand2               42      42
clkbuf               3      17
buf                 37       6
edfxtp              96      96
clkinv               0       6
a41oi                2       2
-- how the worst max path moves through the flow --
stage / startpoint / end / slack, ns / cells after the start
CTS: power$_DFF_P_ / power / 3.71 / 1
global route: PADDR[1] / pitchduty_cycle[14]$_DFFE_PP_ / 3.63 / 5
finish: PADDR[1] / pitchduty_cycle[24]$_DFFE_PP_ / 3.74 / 5
Power and IR drop assume default switching activity.
